==> design.v <==
module pattern_controller #(
    parameter NUM_LED = 8
)(
    input  wire clk,
    input  wire reset,
    input  wire [1:0] type,   
    input  wire [2:0] color,  
    input  wire [2:0] speed,  
    output reg  start,
    output reg  [NUM_LED*24-1:0] rgb_data
);
    reg [1:0] type_reg;
    reg [2:0] color_reg;
    reg [2:0] speed_reg;
    reg [26:0] timer;
    reg [26:0] speed_timer;
    reg timer_enable;
    reg [2:0] pattern_state;
    reg [2:0] led_position;
    reg direction;  
    reg flash_state;
    reg [26:0] speed_values [0:7];
    reg [23:0] color_values [0:7];
    localparam IDLE = 0, UPDATE = 1, RUNNING = 2;
    initial begin
        speed_values[0] = 27'd20_000_000;   
        speed_values[1] = 27'd25_000_000;   
        speed_values[2] = 27'd30_000_000;   
        speed_values[3] = 27'd35_000_000;   
        speed_values[4] = 27'd40_000_000;   
        speed_values[5] = 27'd45_000_000;   
        speed_values[6] = 27'd50_000_000;   
        speed_values[7] = 27'd55_000_000;   
    end
    initial begin
        color_values[0] = 24'h00FF00;   
        color_values[1] = 24'hFF0000;   
        color_values[2] = 24'h0000FF;   
        color_values[3] = 24'hFFFF00;   
        color_values[4] = 24'hFF00FF;   
        color_values[5] = 24'h00FFFF;   
        color_values[6] = 24'hFFFFFF;   
        color_values[7] = 24'h000000;   
    end
    always @(posedge clk or posedge reset) begin
        if (reset) begin
            type_reg <= 2'b00;
            color_reg <= 3'b000;
            speed_reg <= 3'b000;
            rgb_data <= 0;
            start <= 0;
            timer <= 0;
            speed_timer <= 0;
            timer_enable <= 0;
            pattern_state <= IDLE;
            led_position <= 0;
            direction <= 0;
            flash_state <= 0;
        end else begin
            start <= 0;
            if ((type != type_reg) || (color != color_reg) || (speed != speed_reg)) begin
                type_reg <= type;
                color_reg <= color;
                speed_reg <= speed;
                pattern_state <= UPDATE;
                timer_enable <= 0;
                speed_timer <= 0;
            end
            case (pattern_state)
                IDLE: begin
                    timer_enable <= 0;
                    speed_timer <= 0;
                end
                UPDATE: begin
                    generate_pattern();
                    start <= 1;
                    pattern_state <= RUNNING;
                    timer_enable <= 1;
                    speed_timer <= speed_values[speed_reg];
                end
                RUNNING: begin
                    if (timer_enable) begin
                        if (speed_timer > 0) begin
                            speed_timer <= speed_timer - 1;
                        end else begin
                            update_pattern();
                            start <= 1;
                            speed_timer <= speed_values[speed_reg];
                        end
                    end
                end
            endcase
        end
    end
    task generate_pattern;
        integer i;
        begin
            case (type_reg)
                2'b00: begin  
                    for (i = 0; i < NUM_LED; i = i + 1) begin
                        rgb_data[i*24 +: 24] <= color_values[color_reg];
                    end
                    timer_enable <= 0;  
                end
                2'b01: begin  
                    for (i = 0; i < NUM_LED; i = i + 1) begin
                        if (i == 0) begin
                            rgb_data[i*24 +: 24] <= color_values[color_reg];
                        end else begin
                            rgb_data[i*24 +: 24] <= 24'h000000;
                        end
                    end
                    led_position <= 0;
                    direction <= 0;
                end
                2'b10: begin  
                    for (i = 0; i < NUM_LED; i = i + 1) begin
                        if (i == 0) begin
                            rgb_data[i*24 +: 24] <= color_values[color_reg];
                        end else begin
                            rgb_data[i*24 +: 24] <= 24'h000000;
                        end
                    end
                    led_position <= 0;
                    direction <= 0;
                end
                2'b11: begin  
                    for (i = 0; i < NUM_LED; i = i + 1) begin
                        rgb_data[i*24 +: 24] <= color_values[color_reg];
                    end
                    flash_state <= 1;
                end
            endcase
        end
    endtask
    task update_pattern;
        integer i;
        begin
            case (type_reg)
                2'b01: begin  
                    for (i = 0; i < NUM_LED; i = i + 1) begin
                        rgb_data[i*24 +: 24] <= 24'h000000;
                    end
                    led_position <= led_position + 1;
                    if (led_position >= NUM_LED) begin
                        led_position <= 0;
                    end
                    rgb_data[led_position*24 +: 24] <= color_values[color_reg];
                end
                2'b10: begin  
                    for (i = 0; i < NUM_LED; i = i + 1) begin
                        rgb_data[i*24 +: 24] <= 24'h000000;
                    end
                    if (direction == 0) begin
                        led_position <= led_position + 1;
                        if (led_position >= NUM_LED - 2) begin
                            direction <= 1;
                        end
                    end else begin
                        led_position <= led_position - 1;
                        if (led_position <= 1) begin
                            direction <= 0;
                        end
                    end
                    rgb_data[led_position*24 +: 24] <= color_values[color_reg];
                end
                2'b11: begin  
                    flash_state <= ~flash_state;
                    for (i = 0; i < NUM_LED; i = i + 1) begin
                        rgb_data[i*24 +: 24] <= flash_state ? color_values[color_reg] : 24'h000000;
                    end
                end
            endcase
        end
    endtask
endmodule
module top_led_controller #(
    parameter NUM_LED = 8
)(
    input  wire clk,
    input  wire reset_n,
    input  wire [1:0] type,   
    input  wire [2:0] color,  
    input  wire [2:0] speed,  
    output wire led_data
);
    wire start;
    wire [NUM_LED*24-1:0] rgb_data;
    wire reset;
    assign reset = ~reset_n;
    pattern_controller #(
        .NUM_LED(NUM_LED)
    ) u_pattern_controller (
        .clk(clk),
        .reset(reset),
        .type(type),
        .color(color),
        .speed(speed),
        .start(start),
        .rgb_data(rgb_data)
    );
    ws2812_driver #(
        .NUM_LED(NUM_LED)
    ) u_ws2812_driver (
        .clk(clk),
        .reset(reset),
        .start(start),
        .rgb_data(rgb_data),
        .led_data(led_data)
    );
endmodule
module ws2812_driver #(
    parameter NUM_LED = 8
)(
    input  wire clk,
    input  wire reset,
    input  wire start,
    input  wire [NUM_LED*24-1:0] rgb_data,
    output reg  led_data
);
    localparam T0H = 35, T0L = 80;       
    localparam T1H = 70, T1L = 60;       
    localparam RES = 6000;               
    reg [12:0] timer;
    reg [5:0] bit_cnt;
    reg [5:0] led_idx;
    reg [23:0] shift_reg;
    reg state;
    reg bit_state;
    localparam IDLE = 0, SEND = 1;
    localparam BIT_HIGH = 0, BIT_LOW = 1;
    always @(posedge clk or posedge reset) begin
        if (reset) begin
            timer <= 0;
            bit_cnt <= 0;
            led_idx <= 0;
            shift_reg <= 0;
            led_data <= 0;
            state <= IDLE;
            bit_state <= BIT_HIGH;
        end else begin
            case (state)
                IDLE: begin
                    if (start) begin
                        state <= SEND;
                        shift_reg <= rgb_data[23:0];
                        led_idx <= 0;
                        bit_cnt <= 0;
                        timer <= 0;
                        bit_state <= BIT_HIGH;
                    end
                end
                SEND: begin
                    if (bit_cnt < 24) begin
                        case (bit_state)
                            BIT_HIGH: begin
                                if (timer == 0) begin
                                    led_data <= 1;
                                    timer <= shift_reg[23] ? T1H : T0H;
                                end else if (timer == 1) begin
                                    led_data <= 0;
                                    timer <= shift_reg[23] ? T1L : T0L;
                                    bit_state <= BIT_LOW;
                                end else begin
                                    timer <= timer - 1;
                                end
                            end
                            BIT_LOW: begin
                                if (timer == 1) begin
                                    shift_reg <= {shift_reg[22:0], 1'b0};
                                    bit_cnt <= bit_cnt + 1;
                                    bit_state <= BIT_HIGH;
                                    timer <= 0;
                                end else begin
                                    timer <= timer - 1;
                                end
                            end
                        endcase
                    end else begin
                        if (led_idx < NUM_LED - 1) begin
                            led_idx <= led_idx + 1;
                            shift_reg <= rgb_data[(led_idx + 1)*24 +: 24];
                            bit_cnt <= 0;
                            timer <= 0;
                            bit_state <= BIT_HIGH;
                        end else begin
                            if (timer < RES) begin
                                led_data <= 0;
                                timer <= timer + 1;
                            end else begin
                                state <= IDLE;
                            end
                        end
                    end
                end
            endcase
        end
    end
endmodule
==> run.sh <==
#!/bin/bash
# OpenROAD 26Q1-2900-gdf79404cd8, Yosys 0.63+post, stock flow scripts
make -C /OpenROAD-flow-scripts/flow DESIGN_CONFIG=/design/flow/config.mk WORK_HOME=/design/flow/orfs finish
==> config.mk <==
export PLATFORM = sky130hd
export DESIGN_NAME = top_led_controller
export DESIGN_NICKNAME = top_led_controller
export VERILOG_FILES = /design/flow/design.v
export SDC_FILE = /design/flow/constraint.sdc
export NUM_CORES = 4
export LEC_CHECK = 1
export CORE_UTILIZATION = 30
==> constraint.sdc <==
current_design top_led_controller

set clk_period 15.1
set clk_io_pct 0.2

create_clock -name clk0 -period $clk_period [get_ports {clk}]

set non_clock_inputs [all_inputs -no_clocks]
set_input_delay [expr $clk_period * $clk_io_pct] -clock clk0 $non_clock_inputs
set_output_delay [expr $clk_period * $clk_io_pct] -clock clk0 [all_outputs]
==> notes.org <==
#+TITLE: Physical design notes

** STA
- Headroom to the max-slew limit :: 0.419
- Endpoints failing hold in the final report were tallied at 0.
- Setup Skew :: 0.0117 ns
- The transition time recorded at the tightest slew-check pin is 0.866 ns.
- For the finished layout, the period the worst path requires is 4.69 ns.
- Sum of negative setup slack :: 0 ns
- The final report lists the setup-violating endpoint count as 0.
- Final period utilization :: 0.310
- The flow reports an fmax of 213 MHz.
- Count of final max-slew check failures :: 0
- RSZ-0062 raised after global routing :: no

** Synthesis
- Part of the Yosys area used for sequential elements :: 0.366
- Post-synth regs :: 121
- Post-synth area hogs :: sky130_fd_sc_hd__dfrtp_1 36%, sky130_fd_sc_hd__nand2_1 5.7%, sky130_fd_sc_hd__ha_1 4.8%, sky130_fd_sc_hd__o21ai_0 4.7%, sky130_fd_sc_hd__a21oi_1 4.4%
- Of the post-synthesis cell area, the dominant cell type holds 0.363.
- Area leader, netlist :: sky130_fd_sc_hd__dfrtp_1
- Post-synthesis cell count :: 962
- Per the synth stats, the proportion of register bits with asynchronous set or reset is 1.00.
- The synthesis report lists the Yosys warning total as 2.
- Adder-cell share of the synthesized area :: 0.0532
- Post-Synth AOI/OAI Area :: 0.236
- Area of the mapped netlist :: 0.00827 mm^2
- Per the synthesis report, the number of distinct cell types is 78.
- The most used flip-flop cell after synthesis is sky130_fd_sc_hd__dfrtp_1.
- The synthesized design contains 0 enable-type register cells.
- Xor+xnor area frac :: 0.0339
- The cell-mix breakdown from Yosys lists the simple-gate area share as 0.199.
- Total cells reported by yosys after synthesis :: 962
- Post-synthesis area per instance :: 8.60 um^2
- After synthesis, the chip area reported by Yosys is 0.00827 mm^2.
- Of the combinational cells, the family taking the most area is AND-OR/OR-AND gates.
- Mux frac, synth :: 0.0623

** Global route
- The first global-routing pass estimated 33,500 um of wire.
- Global routing finished with a remaining overflow of 0.
- The initial antenna violation count was 0.
- Number of global-route vias before repair :: 6,580
- In the global route stage, overall resource usage came out at 0.146.
- Maximum number of pins on one net before global-route repair :: 55

** Clock network
- Worst-skew pair later-pin latency :: 0.41 ns
- CTS HTree Levels :: 4
- Number of CTS-inserted buffers :: 17
- On the worst setup and hold paths after CTS, the clock-pin slew comes to 0.05 ns.
- In this run the deepest clock path goes through 2 buffers.
- Number of hold buffers added after cts :: 0
- Post-CTS Setup Repair Bufs :: 0
- Gates resized during post-CTS repair numbered 0.
- Number of clock sinks seen by CTS :: 121
- TritonCTS clock tree :: built
- Looking at the clock tree report, the root buffer type is sky130_fd_sc_hd__clkbuf_16.

** Critical path
- Worst Setup Start Kind :: input port
- Max incr delay on CP :: 0.47 ns
- The signal on the critical path passes through clkdlybuf4s50_1 -> xnor2_1 -> nand4_1 -> nor2_1 -> nand2_1 -> a21bo_2 -> o31ai_1.
- Number of buffers and inverters on the critical path :: 1
- For this design, the slowest cell found on the critical path is sky130_fd_sc_hd__nand2_1.
- STA classifies the critical path endpoint as a register.
- The required time at the worst endpoint is listed as 15.41 ns.
- Worst path top cell family by delay :: simple AND/OR/NAND/NOR gates
- Max fanout on the critical path was recorded as 16.
- Critical path class :: input port to register
- Worst Path Arrival :: 4.99 ns

** Floorplanning
- The overall die size recorded for this design is 0.0282 mm^2.
- Site Rows :: 60
- After floorplanning, the core was sized to cover 0.0270 mm^2.
- Per the OpenROAD floorplan log, the height of the die is 168 um.
- Die W :: 168 um
- Number of primary I/O pins :: 11
- In the floorplan report the effective utilization is 0.306.

** Final layout
- Largest register FFs :: 27
- Layout-stage area growth over the synthesis result :: 11.7%
- The layout summary lists the proportion of cells stronger than drive strength 1 as 0.0798.
- Top Layout Cells :: 126 x sky130_fd_sc_hd__nand2_1, 120 x sky130_fd_sc_hd__dfrtp_1, 80 x sky130_fd_sc_hd__nor2_1
- By instance count after routing, the leading logic cell type is sky130_fd_sc_hd__nand2_1.
- The filler cells instantiated in the layout total 2,731.
- Post-route cell area :: 0.00924 mm^2

** Power
- Internal power comes to 0.810 mW.
- Combinational fraction of design power :: 0.219
- The switching component of the power was reported as 0.387 mW.
- Clock network power share :: 0.355
- Total leakage power :: 3.83 nW
- Power density normalized to cell area :: 129 mW/mm^2
- Max IR drop VDD :: 0.0764 mV
- Of the total power, the share spent switching nets is 0.323.
- Of the total power, registers draw 0.426.

** Detailed routing
- Number of antenna diodes :: 0
- The detailed router finished its first iteration with 567 violations.
- The script logs the mean routed wire length per placed instance as 15.1 um.
- The wire length recorded after detailed routing is 19,600 um.
- Vias :: 7,014
- Router iterations before antenna repair :: 5
- The DRC violation total left in the routed layout is recorded as 0.
- Via density per instance :: 5.42
- Remaining number of nets flagged by the antenna check after routing :: 0

** Run status
- Result of the run :: completed

** Placed design
- Placer congestion estimate :: 0.869
- Count of port buffers added during placement :: 10
- HPWL after DPL :: 13,500 um
- The placement stage leaves a total instance area of 0.00862 mm^2.

** Job
- Across all stage logs, warnings added up to 44.
- The report counts max-capacitance violations totalling 0.

** Hold path
- The tightest min-delay check is of the register to register type.
## metrics by stage
step / power (mW) / hold WS [ns] / std cells / setup slack (ns) / utilization
after floorplan: 0.700 / 0.424 / 962 / 10.81 / -
after global routing: 1.27 / 0.534 / 1293 / 10.23 / 0.342
final: 1.20 / 0.501 / 1293 / 10.41 / 0.342
after global placement: 0.771 / 0.483 / 1261 / 10.05 / 0.319
after CTS: 1.20 / 0.507 / 1293 / 10.41 / 0.342
after detailed placement: 0.775 / 0.494 / 1261 / 9.98 / 0.319
## worst register-to-register path, cell delays in order, from the launching register on
cell                        delay, ns
sky130_fd_sc_hd__dfrtp_1         0.32
sky130_fd_sc_hd__buf_4           0.26
sky130_fd_sc_hd__clkinv_1        0.32
sky130_fd_sc_hd__ha_1            0.38
sky130_fd_sc_hd__buf_4           0.27
sky130_fd_sc_hd__inv_1           0.17
sky130_fd_sc_hd__ha_1            0.31
sky130_fd_sc_hd__a21o_1          0.12
sky130_fd_sc_hd__a21oi_1         0.08
sky130_fd_sc_hd__xnor2_1         0.57
sky130_fd_sc_hd__nand2b_1        0.24
sky130_fd_sc_hd__a2111oi_0       0.08
sky130_fd_sc_hd__a22oi_1         0.71
sky130_fd_sc_hd__a31oi_1         0.17
## routing by layer
layer,GRT usage,part of all wire,vias up
met4,0.0166,0.0099,0
met3,0.0254,0.041,15
met1,0.232,0.50,3354
met5,0,0,-
met2,0.217,0.45,152
li1,-,-,3493
## cell type report
cell class	instances	area, um^2	share of cell area
Clock buffer	22	484	0.0524
Clock inverter	10	139	0.0150
Inverter	40	150	0.0162
Multi-Input combinational cell	739	4840	0.524
Sequential cell	121	3030	0.328
Tap cell	341	427	0.0462
Timing Repair Buffer	20	173	0.0187
## Yosys cell counts (4+ instances only)
| cell | instances |
|---|---|
| sky130_fd_sc_hd__a211oi_1 | 6 |
| sky130_fd_sc_hd__a21o_1 | 7 |
| sky130_fd_sc_hd__a21oi_1 | 72 |
| sky130_fd_sc_hd__a221o_1 | 4 |
| sky130_fd_sc_hd__a221oi_1 | 9 |
| sky130_fd_sc_hd__a22oi_1 | 8 |
| sky130_fd_sc_hd__a31o_2 | 4 |
| sky130_fd_sc_hd__a31oi_1 | 20 |
| sky130_fd_sc_hd__and2_1 | 8 |
| sky130_fd_sc_hd__and3_1 | 8 |
| sky130_fd_sc_hd__buf_2 | 8 |
| sky130_fd_sc_hd__clkbuf_1 | 49 |
| sky130_fd_sc_hd__dfrtp_1 | 120 |
| sky130_fd_sc_hd__ha_1 | 32 |
| sky130_fd_sc_hd__inv_1 | 39 |
| sky130_fd_sc_hd__mux2i_1 | 11 |
| sky130_fd_sc_hd__mux4_1 | 9 |
| sky130_fd_sc_hd__mux4_2 | 7 |
| sky130_fd_sc_hd__nand2_1 | 126 |
| sky130_fd_sc_hd__nand2b_1 | 5 |
| sky130_fd_sc_hd__nand3_1 | 22 |
| sky130_fd_sc_hd__nand4_1 | 12 |
| sky130_fd_sc_hd__nor2_1 | 81 |
| sky130_fd_sc_hd__nor2b_1 | 7 |
| sky130_fd_sc_hd__nor3_1 | 28 |
| sky130_fd_sc_hd__nor3b_1 | 5 |
| sky130_fd_sc_hd__nor4_1 | 6 |
| sky130_fd_sc_hd__nor4b_1 | 4 |
| sky130_fd_sc_hd__o21a_1 | 9 |
| sky130_fd_sc_hd__o21ai_0 | 78 |
| sky130_fd_sc_hd__o221ai_1 | 6 |
| sky130_fd_sc_hd__o22ai_1 | 22 |
| sky130_fd_sc_hd__o311ai_0 | 6 |
| sky130_fd_sc_hd__o31ai_1 | 16 |
| sky130_fd_sc_hd__or2_2 | 6 |
| sky130_fd_sc_hd__or3_1 | 10 |
| sky130_fd_sc_hd__xnor2_1 | 20 |
| sky130_fd_sc_hd__xor2_1 | 12 |
## power by group through the flow
stage	clock network (mW)	registers [mW]	logic, mW
4_1_cts	0.433	0.508	0.263
5_1_grt	0.449	0.525	0.299
6_report	0.425	0.509	0.263
## final timing paths
kind / startpoint / to / slack, ns / depth (start not counted)
min in group asynchronous: reset_n / u_ws2812_driver.timer[6] / 2.50 / 1
min: u_ws2812_driver.shift_reg[0] / u_ws2812_driver.shift_reg[0] / 0.50 / 2
min reg2reg: u_ws2812_driver.shift_reg[0] / u_ws2812_driver.shift_reg[0] / 0.50 / 2
max reg2reg: u_ws2812_driver.led_idx[0] / u_ws2812_driver.shift_reg[17] / 10.94 / 13
max: color[1] / u_pattern_controller.speed_timer[4] / 10.41 / 7
max in group asynchronous: reset_n / u_pattern_controller.speed_timer[15] / 11.59 / 2
## logic make-up after synthesis
kind of cell / count (synthesis)
compound gates: 301
xor+xnor: 32
fa+ha+maj: 34
buf+inv: 102
flops: 121
mux: 28
simple gates: 344
Power and IR drop assume default switching activity.
